==> design/flow/design.v <==
`timescale 1ns / 1ns
module decoder4 (
    input [3:0] a,
    output reg [15:0] y
);
  always @(*) begin
    if (a == 4'b0000) y <= 16'b0000000000000001;
    else if (a == 4'b0001) y <= 16'b0000000000000010;
    else if (a == 4'b0010) y <= 16'b0000000000000100;
    else if (a == 4'b0011) y <= 16'b0000000000001000;
    else if (a == 4'b0100) y <= 16'b0000000000010000;
    else if (a == 4'b0101) y <= 16'b0000000000100000;
    else if (a == 4'b0110) y <= 16'b0000000001000000;
    else if (a == 4'b0111) y <= 16'b0000000010000000;
    else if (a == 4'b1000) y <= 16'b0000000100000000;
    else if (a == 4'b1001) y <= 16'b0000001000000000;
    else if (a == 4'b1010) y <= 16'b0000010000000000;
    else if (a == 4'b1011) y <= 16'b0000100000000000;
    else if (a == 4'b1100) y <= 16'b0001000000000000;
    else if (a == 4'b1101) y <= 16'b0010000000000000;
    else if (a == 4'b1110) y <= 16'b0100000000000000;  
    else if (a == 4'b1111) y <= 16'b1000000000000000;
  end
endmodule
==> design/flow/run.sh <==
#!/bin/bash
# OpenROAD 26Q1-2900-gdf79404cd8, Yosys 0.63+post, stock flow scripts
make -C /OpenROAD-flow-scripts/flow DESIGN_CONFIG=/design/flow/config.mk WORK_HOME=/design/flow/orfs finish
==> design/flow/config.mk <==
export PLATFORM = sky130hd
export DESIGN_NAME = decoder4
export DESIGN_NICKNAME = decoder4
export VERILOG_FILES = /design/flow/design.v
export SDC_FILE = /design/flow/constraint.sdc
export NUM_CORES = 4
export LEC_CHECK = 1
export CORE_AREA = 10 10 73 73
export DIE_AREA = 0 0 83 83
export SYNTH_HDL_FRONTEND = slang
==> design/flow/constraint.sdc <==
current_design decoder4

set clk_period 1.5
set clk_io_pct 0.2

create_clock -name clk0 -period $clk_period

set non_clock_inputs [all_inputs -no_clocks]
set_input_delay [expr $clk_period * $clk_io_pct] -clock clk0 $non_clock_inputs
set_output_delay [expr $clk_period * $clk_io_pct] -clock clk0 [all_outputs]
==> impl_metrics.json <==
{
  "status": "complete, no violations",
  "vias": 396,
  "grt_pass1_wl_microns": 2346,
  "fin_util_pct": 24.00,
  "dp_hpwl_microns": 845.6,
  "regMostFlops": "y",
  "die_area_sq_mm": 0.006889,
  "drt_first_pass_iters": 3,
  "crit_chain": "buf_12 -> nor4b_4 -> dlxtp_1 -> clkdlybuf4s15_1",
  "fmax_mhz": 673.1,
  "io_buffer_count": 20,
  "top_logic_kind": "simple AND/OR/NAND/NOR gates",
  "internal-power_mw": 0.1082,
  "drive_above_1_share_pct": 37.50,
  "mux_share_pct": 0,
  "fp_util_pct": 12.70,
  "rsz0062_at_grt": "yes",
  "startpoint": "a[0]",
  "synth_flop_count": 16,
  "via_per_inst": 3.300,
  "critical_path.top_delay_family": "latches",
  "cp_max_fo": 8,
  "dieWidth_microns": 83,
  "yosysUniqueCellTypes": 11,
  "reg_top3": "y x16",
  "fin_crit_sh_pct": 99.04,
  "yosysTopAreaCellShare_pct": 50.53,
  "dr.first_iter.drc_count": 11,
  "postCtsSetupRepairBufs": 0,
  "grt_pass1_vias": 418,
  "power.share.clock_pct": 0,
  "warning_count": 33,
  "swShare_pct": 30.43,
  "antenna_cells": 0,
  "unclocked_regs": 16,
  "setup_violations": 0,
  "adder_share_pct": 0,
  "crit_slowest_cell": "dlxtp_1",
  "largest_register_ffs": 16,
  "untimed_endpoints": 16,
  "crit_end": "y[4]",
  "drc": 0,
  "critPathCaptureType": "output port",
  "grtUsageTotal_pct": 4.045,
  "row_count": 22,
  "finalInstanceArea_sq_um": 898.4,
  "gp_congestion": 0.6407,
  "coreArea_sq_mm": 0.003744,
  "synth_stat.cells": 37,
  "peakVddDrop_mv": 0.05120,
  "powerDensity_mw_per_mm2": 173.1,
  "top_area_cell": "dlxtp_1",
  "syn_area_per_cell_sq_um": 12.85,
  "syn_area_sq_um": 475.5,
  "leakage_nw": 0.4344,
  "finalMaxSlewViolations": 0,
  "ys_sh_aoi_pct": 0,
  "antenna_found_initial": 0,
  "timing.critical_path.arrival_ns": 1.19,
  "drv_cap": 0,
  "wire_per_inst_microns": 12.35,
  "grt_max_degree": 9,
  "yosysChipArea_sq_um": 475.5,
  "num_io_pins": 20,
  "layout_top_cells": "dlxtp_1, conb_1, buf_2",
  "finalWirelength_microns": 1482,
  "gr-total-overflow": 0,
  "setup_tns_ns": 0,
  "slowest_delay_ns": 0.35,
  "ys_sh_simple_pct": 40.79,
  "hold_violations": 0,
  "ant_nets": 0,
  "die_h_microns": 83,
  "period_needed_ns": 1.486,
  "topCellsByArea": "dlxtp_1, nor4b_2, and4b_1",
  "p_total_mw": 0.1555,
  "cp.depth": 4,
  "required_ns": 1.20,
  "synthXorXnorAreaFrac_pct": 0,
  "power.switching_mw": 0.04732,
  "placedInstanceArea_sq_um": 754.5,
  "yosysWarnings": 0,
  "syn_inst": 37,
  "startpoint_type": "input port",
  "areaGrowthSynthToFinish_pct": 88.95,
  "critPathBufInv": 2,
  "p_comb_share_pct": 80.6,
  "worstSetupPathType": "input port to output port",
  "seqPwrFrac_pct": 19.4
}
-- metrics by stage --
| stage | cells | setup slack (ns) |
|---|---|---|
| 2_1_floorplan | 52 | 0.2106 |
| 3_3_place_gp | 116 | -1.122 |
| 3_5_place_dp | 116 | -1.135 |
| 4_1_cts | 120 | 0.003638 |
| 5_1_grt | 120 | -0.05854 |
| 6_report | 120 | 0.01436 |
-- cell usage after synthesis --
cell type,n
and4bb_2,2
and4_1,1
nor4b_2,4
dlxtp_1,16
and4b_1,4
buf_6,2
and4bb_1,3
nor4_2,1
nor4bb_1,1
conb_1,1
buf_4,2
-- metal layers --
metal	vias to the layer above	track usage [%]	wire, microns
li1	196	-	-
met1	189	5.193	642
met2	11	6.983	734
met3	0	1.083	105
met4	0	0	0
met5	-	0	0
-- cell families after synthesis --
group | count (synthesis)
latches | 16
buffers and inverters | 4
other | 1
and+or+nand+nor | 16
-- layout make-up --
type	count	area, sq um
fillers	413	2845
multi-input cells	32	304.0
flip-flops and latches	16	240.2
well taps	48	60.06
repair buffers	24	294.0
-- power groups by stage --
stage	logic, mW	clock network [mW]	registers, mW
4_1_cts	0.124	0	0.0302
5_1_grt	0.136	0	0.0318
6_report	0.125	0	0.0302
-- what timing repair did --
| item | CTS | global route |
|---|---|---|
| gates cloned | 4 | 0 |
| gates resized | 79 | 9 |
| endpoints found under the setup margin | 16 | 7 |
| pin swaps | 12 | 4 |
| hold buffers | 0 | 0 |
Power is estimated from default activity; no workload was simulated.

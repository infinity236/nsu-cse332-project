$ cat config.mk
export PLATFORM = sky130hd
export DESIGN_NAME = mux4
export DESIGN_NICKNAME = mux4
export VERILOG_FILES = /design/flow/design.v
export SDC_FILE = /design/flow/constraint.sdc
export NUM_CORES = 4
export LEC_CHECK = 1
export CORE_AREA = 10 10 76 76
export DIE_AREA = 0 0 86 86
export SYNTH_HDL_FRONTEND = slang
$ cat constraint.sdc
current_design mux4

set clk_period 1.5
set clk_io_pct 0.2

create_clock -name clk0 -period $clk_period

set non_clock_inputs [all_inputs -no_clocks]
set_input_delay [expr $clk_period * $clk_io_pct] -clock clk0 $non_clock_inputs
set_output_delay [expr $clk_period * $clk_io_pct] -clock clk0 [all_outputs]
$ cat design.v
`timescale 1ns / 1ns
module adder (
    a,
    b,
    y
);
  parameter n = 32;
  input [n-1:0] a, b;
  wire [n:0] w;
  output [n-1:0] y;
  assign w[0] = 0;
  genvar i;
  generate
    for (i = 0; i <= n - 1; i = i + 1) begin
      FA FA_inst (
          .a(a[i]),
          .b(b[i]),
          .cin(w[i]),
          .cout(w[i+1]),
          .s(y[i])
      );
    end
  endgenerate
endmodule
module FA (
    input  a,
    input  b,
    input  cin,
    output cout,
    output s
);
  assign {cout, s} = a + b + cin;
endmodule
`timescale 1ns / 1ns
module alu32 (
    input [31:0] a,
    input [31:0] b,
    input [3:0] f,
    input [4:0] shamt,
    output reg [31:0] y,
    output reg zero
);
  always @(*) begin
    y = 32'b0;
    case (f)
      4'b0000: y = a + b;   
      4'b0001: y = a - b;   
      4'b0010: y = a & b;   
      4'b0011: y = a | b;   
      4'b0100: y = a ^ b;   
      4'b0101: y = b << shamt;   
      4'b0110: y = b >> shamt;   
      4'b0111: y = $signed($signed(b) >>> shamt);   
      4'b1000: y = $signed(a) < $signed(b) ? 1 : 0;   
      4'b1001: y = a < b ? 1 : 0;   
      4'b1010: y = ~(a | b);   
      4'b1011: y = b << a;   
      4'b1100: y = b >> a;   
      4'b1101: y = $signed($signed(b) >>> a);   
      4'b1110: y = {b[15:0], 16'b0};   
      default: y = 32'b0;
    endcase
    zero = (y == 32'b0);
  end
endmodule
`timescale 1ns / 1ns
module flopr_param (
    clk,
    rst,
    q,
    d
);
  parameter n = 32;
  input clk, rst;
  input [n-1:0] d;
  output reg [n-1:0] q;
  always @(posedge clk)
    if (!rst) q <= d;
    else q <= 0;
endmodule
`timescale 1ns / 1ns
module mux2 (
    d0,
    d1,
    s,
    y
);
  parameter n = 32;
  input [n-1:0] d0;
  input [n-1:0] d1;
  input s;
  output [n-1:0] y;
  assign y = s ? d1 : d0;
endmodule
`timescale 1ns / 1ns
module mux4 (
    d0,
    d1,
    d2,
    d3,
    s,
    y
);
  parameter n = 32;
  input [n-1:0] d0, d1, d2, d3;
  input [1:0] s;
  output reg [n-1:0] y;
  always @* begin
    case (s)
      2'b00: y <= d0;
      2'b01: y <= d1;
      2'b10: y <= d2;
      2'b11: y <= d3;
    endcase
  end
endmodule
`timescale 1ns / 1ns
module registerfile32 (
    input clk,
    input we,
    input reset,
    input [4:0] ra1,
    input [4:0] ra2,
    input [4:0] wa,
    input [31:0] wd,
    output [31:0] rd1,
    output [31:0] rd2
);
  reg [31:0] register[31:0];
  assign rd1 = register[ra1];
  assign rd2 = register[ra2];
  integer i;
  initial begin
    for (i = 0; i < 32; i = i + 1) begin
      register[i] = 32'd0;
    end
  end
  always @(posedge clk) begin
    register[0] <= 32'd0;
    if (reset) begin
      for (i = 0; i < 32; i = i + 1) begin
        register[i] <= 32'd0;
      end
    end else if (we) begin
      if (wa != 0) register[wa] <= wd;
    end
  end
endmodule
`timescale 1ns / 1ns
module signext (
    input  [15:0] a,
    output [31:0] y
);
  assign y = {{16{a[15]}}, a};
endmodule
`timescale 1ns / 1ns
module slt2 (
    input  [31:0] a,
    output [31:0] y
);
  assign y = a << 2;
endmodule
`timescale 1ns / 1ns
module Datapath (
    input clk,
    input reset,
    input RegDst,
    input RegWrite,
    input ALUSrc,
    input Jump,
    input JAL,
    input JR,
    input MemtoReg,
    input PCSrc,
    input [3:0] ALUControl,
    input [31:0] ReadData,
    input [31:0] Instr,
    output [31:0] PC,
    output ZeroFlag,
    output [31:0] datatwo,
    output [31:0] ALUResult
);
  wire [31:0] PCNext, PCplus4, PCbeforeBranch, PCBranch, resultjumpmux;  
  wire [31:0] extendedimm, extendedimmafter, MUXresult, dataone, aluop2, writedata;  
  wire [4:0] writereg;
  flopr_param #(32) PCregister (
      .clk(clk),
      .rst(reset),
      .q  (PC),
      .d  (PCNext)
  );
  adder #(32) pcadd4 (
      .a(PC),
      .b(32'd4),
      .y(PCplus4)
  );
  slt2 shifteradd2 (
      .a(extendedimm),
      .y(extendedimmafter)
  );
  adder #(32) pcaddsigned (
      .a(extendedimmafter),
      .b(PCplus4),
      .y(PCbeforeBranch)
  );
  mux2 #(32) branchmux (
      .d0(PCplus4),
      .d1(PCbeforeBranch),
      .s (PCSrc),
      .y (PCBranch)
  );
  mux2 #(32) jumpmux (
      .d0(PCBranch),
      .d1({PCplus4[31:28], Instr[25:0], 2'b00}),
      .s (Jump | JAL),
      .y (resultjumpmux)
  );
  mux2 #(32) pcmux (
      .d0(resultjumpmux),
      .d1(dataone),
      .s (JR),
      .y (PCNext)
  );
  registerfile32 RF (
      .clk(clk),
      .we(RegWrite),
      .reset(reset),
      .ra1(Instr[25:21]),
      .ra2(Instr[20:16]),
      .wa(writereg),
      .wd(writedata),
      .rd1(dataone),
      .rd2(datatwo)
  );
  wire [4:0] rd_rs;
  mux2 #(5) writeopmux (
      .d0(Instr[20:16]),
      .d1(Instr[15:11]),
      .s (RegDst),
      .y (rd_rs)
  );
  mux2 #(5) writeback31 (
      .d0(rd_rs),
      .d1(5'd31),
      .s (JAL),
      .y (writereg)
  );
  mux2 #(32) resultmux (
      .d0(ALUResult),
      .d1(ReadData),
      .s (MemtoReg),
      .y (MUXresult)
  );
  mux2 #(32) writedatamux (
      .d0(MUXresult),
      .d1(PCplus4),
      .s (JAL),
      .y (writedata)
  );
  alu32 alucomp (
      .a(dataone),
      .b(aluop2),
      .f(ALUControl),
      .shamt(Instr[10:6]),
      .y(ALUResult),
      .zero(ZeroFlag)
  );
  signext immextention (
      .a(Instr[15:0]),
      .y(extendedimm)
  );
  mux2 #(32) aluop2sel (
      .d0(datatwo),
      .d1(extendedimm),
      .s (ALUSrc),
      .y (aluop2)
  );
endmodule
`timescale 1ns / 1ns
module ram (
    clk,
    we,
    adr,
    din,
    dout
);
  parameter depth = 128;
  parameter bits = 32;
  parameter width = 32;
  input clk, we;
  input [bits-1:0] adr;
  input [width-1:0] din;
  output [width-1:0] dout;
  reg [width-1:0] Dmem[depth-1:0];
  assign dout = Dmem[adr/4];
  initial $readmemb("memfile.text.no_address.data.bin", Dmem);
  always @(posedge clk) begin
    if (we) Dmem[adr/4] <= din;
  end
endmodule
`timescale 1ns / 1ns
module rom (
    adr,
    dout
);
  parameter depth = 256;
  parameter bits = 32;
  parameter width = 32;
  input [bits-1:0] adr;
  output [width-1:0] dout;
  reg [width-1:0] Imem[depth-1:0];
  initial $readmemb("memfile.text.no_address.text.bin", Imem);
  assign dout = Imem[adr/4];
endmodule
`timescale 1ns / 1ns
module Controlunit (
    input [5:0] Opcode,
    input [5:0] Func,
    input Zero,
    output reg MemtoReg,
    output reg MemWrite,
    output reg ALUSrc,
    output reg RegDst,
    output reg RegWrite,
    output reg Jump,
    output reg JAL,
    output reg JR,
    output PCSrc,
    output reg [3:0] ALUControl
);
  reg [7:0] temp;
  reg Branch, BNE;
  always @(*) begin
    JAL = 0;
    JR  = 0;
    case (Opcode)
      6'b000000: begin   
        temp = 8'b11000000;
        case (Func)
          6'b100000: ALUControl = 4'b0000;   
          6'b100001: ALUControl = 4'b0000;   
          6'b100010: ALUControl = 4'b0001;   
          6'b100011: ALUControl = 4'b0001;   
          6'b100100: ALUControl = 4'b0010;   
          6'b100101: ALUControl = 4'b0011;   
          6'b100110: ALUControl = 4'b0100;   
          6'b100111: ALUControl = 4'b1010;   
          6'b101010: ALUControl = 4'b1000;   
          6'b101011: ALUControl = 4'b1001;   
          6'b000000: ALUControl = 4'b0101;   
          6'b000010: ALUControl = 4'b0110;   
          6'b000011: ALUControl = 4'b0111;   
          6'b000100: ALUControl = 4'b1011;   
          6'b000110: ALUControl = 4'b1100;   
          6'b000111: ALUControl = 4'b1101;   
          6'b001000: begin   
            temp = 8'b00000000;
            ALUControl = 4'b1111;
            JR = 1'b1;
          end
          default:   temp = 8'bxxxxxxxx;
        endcase
      end
      6'b100011: begin   
        temp = 8'b10100100;
        ALUControl = 4'b0000;
      end
      6'b101011: begin   
        temp = 8'b00101000;
        ALUControl = 4'b0000;
      end
      6'b000100: begin   
        temp = 8'b00010000;
        ALUControl = 4'b0001;
      end
      6'b000101: begin   
        temp = 8'b00010001;
        ALUControl = 4'b0001;
      end
      6'b000001: begin   
        temp = 8'b00010000;
        ALUControl = 4'b1000;
      end
      6'b001000: begin   
        temp = 8'b10100000;
        ALUControl = 4'b0000;
      end
      6'b001001: begin   
        temp = 8'b10100000;
        ALUControl = 4'b0000;
      end
      6'b001100: begin   
        temp = 8'b10100000;
        ALUControl = 4'b0010;
      end
      6'b001101: begin   
        temp = 8'b10100000;
        ALUControl = 4'b0011;
      end
      6'b001110: begin   
        temp = 8'b10100000;
        ALUControl = 4'b0100;
      end
      6'b001010: begin   
        temp = 8'b10100000;
        ALUControl = 4'b1000;
      end
      6'b001011: begin   
        temp = 8'b10100000;
        ALUControl = 4'b1001;
      end
      6'b000010: begin   
        temp = 8'b00000010;
        ALUControl = 4'b0010;
      end
      6'b000011: begin   
        temp = 8'b10000010;   
        ALUControl = 4'b0000;
        JAL = 1'b1;
      end
      6'b001111: begin   
        temp = 8'b10100000;
        ALUControl = 4'b1110;
      end
      default: temp = 8'bxxxxxxxx;   
    endcase
    {RegWrite, RegDst, ALUSrc, Branch, MemWrite, MemtoReg, Jump, BNE} = temp;
  end
  assign PCSrc = Branch & (Zero ^ BNE);
endmodule
`timescale 1ns / 1ns
module MIPS_SCP (
    input clk,
    input reset
);
  wire [31:0] PC, Instr, ReadData, WriteData, ALUResult;
  wire RegDst, RegWrite, ALUSrc, Jump, JAL, JR, MemtoReg, PCSrc, Zero, MemWrite;
  wire [3:0] ALUControl;
  Datapath datapathcomp (
      .clk(clk),
      .reset(reset),
      .RegDst(RegDst),
      .RegWrite(RegWrite),
      .ALUSrc(ALUSrc),
      .Jump(Jump),
      .JAL(JAL),
      .JR(JR),
      .MemtoReg(MemtoReg),
      .PCSrc(PCSrc),
      .ALUControl(ALUControl),
      .ReadData(ReadData),
      .Instr(Instr),
      .PC(PC),
      .ZeroFlag(Zero),
      .datatwo(WriteData),
      .ALUResult(ALUResult)
  );
  Controlunit controller (
      .Opcode(Instr[31:26]),
      .Func(Instr[5:0]),
      .Zero(Zero),
      .MemtoReg(MemtoReg),
      .MemWrite(MemWrite),
      .ALUSrc(ALUSrc),
      .RegDst(RegDst),
      .RegWrite(RegWrite),
      .Jump(Jump),
      .JAL(JAL),
      .JR(JR),
      .PCSrc(PCSrc),
      .ALUControl(ALUControl)
  );
  ram dmem (
      .clk (clk),
      .we  (MemWrite),
      .adr (ALUResult),
      .din (WriteData),
      .dout(ReadData)
  );
  rom imem (
      .adr (PC),
      .dout(Instr)
  );
endmodule
$ cat run.sh
#!/bin/bash
# OpenROAD 26Q1-2900-gdf79404cd8, Yosys 0.63+post, stock flow scripts
make -C /OpenROAD-flow-scripts/flow DESIGN_CONFIG=/design/flow/config.mk WORK_HOME=/design/flow/orfs finish
==> impl_metrics.toml <==
# flow metrics
[synth]
ys_cells = 39
ys_top_cells_by_count = "mux4_2 (30), buf_12 (3), buf_2 (3)"
top_area_cell = "mux4_2"
yosysMostFrequentCell = "mux4_2"
ys_seq_share_pct = 0
synth_cell_types = 5
yosys-top-cells-area = "mux4_2 (83%), buf_12 (7.4%), mux4_1 (6.5%)"
netlist_area_um2 = 815
yosysTopAreaCellShare_pct = 82.9
postSynthCellCount = 39
ys_area_um2 = 815
ys_warn_count = 0
synth_area_per_cell_um2 = 20.9

[grt]
grt_pass1_wl_um = 8920
grtUsageMet2_pct = 27.9
grt_usage_pct = 15.7
antenna_found_initial = 0
grt.met1_usage_pct = 19.4
grt-busiest-layer = "met2"
grt_start_max_net_pins = 8
met3_usage_pct = 5.24
grt_overflow = 0
first_global_vias = 1357

[routing]
drc = 0
drt_iter0_drc = 19
antennaDiodeCount = 0
via_per_inst = 4.69
wirelength_um = 5970
dr.pass1.iters = 4
vias = 1192
ant_nets = 0
avgRoutedWirePerCell_um = 23.5

[pwr]
vdd_drop_max_uv = 98.2
p_leak_nw = 1.10
powerDensity_nw_per_um2 = 240

[min_path]
holdPathEnd = "y[0]"
min_from = "d2[0]"
hold_class = "in2out"
holdPathStages = 3

[timing]
rsz0062_at_grt = "yes"
min_period_ns = 1.48
holdWs_ns = 1.08
worst_slew_pin_slew_ns = 0.161
finalCritPeriodShare_pct = 98.9
finalHoldViolations = 0
drv_slew = 0
slew_headroom_pct = 89.3
setup_viol = 0
max_freq_mhz = 674

[final_layout]
logic_area_um2 = 721
layout.area.seq_um2 = 0
nFillCells = 418
syn2layout_area_growth_pct = 177
seq_cell_count = 0
clock_buffers = 0
layout-drive-gt1-share_pct = 37.3
fin_area_um2 = 2260

[critical_path]
crit_family = "buffers and inverters"
critPathCaptureType = "output pin"
start_kind = "input port"
crit_buf_inv = 3
crit_chain = "clkdlybuf4s15_2 > buf_4 > mux4_2 > buf_2"
critPathRequiredTime_ns = 1.20
max_stage_delay_ns = 0.30
worstSetupPathType = "in2out"
arrival_ns = 1.18
cp_slowest_cell = "mux4_2"
crit_path_max_fanout = 7

[placed_design]
gp_congestion = 0.932
dp.final_hpwl_um = 5250
io_buffers = 162
dpl_cell_area_um2 = 2480

[flow_run]
drv_cap = 0
warning_count = 34

[floorplan]
die-height_um = 86
row_count = 23
coreArea_um2 = 4120
io_pins = 162
core_util_floorplan_pct = 19.8
die_x_um = 86
dieArea_um2 = 7400

[cts]
hold_buffers = 0

[outcome]
outcome = "completed"
[final cells by class]
cell class                      instances  area share [%]
Timing Repair Buffer                  172            65.3
Multi-Input combinational cell         32            31.9
Tap cell                               50            2.77
[metrics by stage]
stage                     setup TNS (ns)  total power, mW  setup slack (ns)  cells  util (%)
after global placement            -18.33            0.715            -0.599    250      60.2
after detailed placement          -18.40            0.717            -0.611    250      60.2
after floorplan                        0            0.189             0.183     39         -
after CTS                              0            0.554          0.000859    254      54.8
after global routing              -0.352            0.588           -0.0282    254      54.8
final                                  0            0.541            0.0166    254      54.8
[worst max-delay path by stage]
stage,start,to,slack [ns],depth (start not counted)
4_1_cts,s[1],y[30],0.0009,4
5_1_grt,s[1],y[11],-0.03,4
6_report,s[1],y[18],0.02,4
[report_power, final]
group	internal, mW	switching, mW	total, mW	leakage [nW]
Combinational	0.405	0.137	0.541	1.10
Clock	0	0	0	0
Sequential	0	0	0	0
Total	0.405	0.137	0.541	1.10
[cells by family after synthesis]
family | Yosys count | synth area share [%]
muxes | 32 | 89.4
buffers and inverters | 7 | 10.6
[cells in the final DEF (no fill, tap or decap)]
master           instances
buf_12                   3
buf_4                    3
buf_16                   2
mux4_2                  32
dlygate4sd2_1          128
clkdlybuf4s15_2          1
buf_8                    1
buf_6                    3
buf_2                   31
[metal layers]
layer | routed length (µm) | part of all wire (%) | up-vias
li1 | - | - | 537
met1 | 2180 | 36 | 562
met2 | 3170 | 53 | 89
met3 | 618 | 10 | 4
met4 | 4 | 0.067 | 0
met5 | 0 | 0 | -
[repair_timing]
item	in CTS	in global routing
buffers inserted	0	0
setup endpoints to repair	32	28
resized	245	0
gates cloned	4	0
Power is estimated from default activity; no workload was simulated.
